--- flow/config.mk ---
export PLATFORM = sky130hd
export DESIGN_NAME = reg_interface
export DESIGN_NICKNAME = reg_interface
export VERILOG_FILES = /design/flow/design.v
export SDC_FILE = /design/flow/constraint.sdc
export NUM_CORES = 4
export LEC_CHECK = 1
export CORE_UTILIZATION = 50
--- flow/constraint.sdc ---
current_design reg_interface

set clk_period 1.3
set clk_io_pct 0.2

create_clock -name clk0 -period $clk_period [get_ports {pclk}]

set non_clock_inputs [all_inputs -no_clocks]
set_input_delay [expr $clk_period * $clk_io_pct] -clock clk0 $non_clock_inputs
set_output_delay [expr $clk_period * $clk_io_pct] -clock clk0 [all_outputs]
--- flow/design.v ---
module reg_interface (
    input logic reg_wen, reg_ren, Tx_wen, Rx_ren,
    input logic pclk, preset, penable, pwrite,
    input logic [31:0] addr, pwdata, Rx_data,
    input logic [12:0] flags,
    output logic [31:0] prdata, Tx_data,
    output logic [14:0] controls);
    logic [31:0] registers [4];
    assign controls = registers[0][14:0];
    assign registers[1] = {19'b0, flags};
    assign Tx_data = registers[2];
    always_ff @(posedge pclk, negedge preset) begin
        if (!preset) begin
            registers[0] <= 32'b000011011010101;  
            registers[2] <= 32'b0;
            registers[3] <= 32'b0;
        end else if (penable) begin
            if (Rx_ren) begin
                registers[3] <= Rx_data;
            end
            case (addr)
                32'h0: if (pwrite) registers[0] <= pwdata;  
                        else if (!pwrite) prdata <= registers[0];
                32'h4: if (!pwrite) prdata <= registers[1];  
                32'h8: if (pwrite && reg_wen) registers[2] <= pwdata;  
                32'h12: if (!pwrite && reg_ren) prdata <= registers[3];  
            endcase
        end
    end
endmodule
--- flow/run.sh ---
#!/bin/bash
# OpenROAD 26Q1-2900-gdf79404cd8, Yosys 0.63+post, stock flow scripts
make -C /OpenROAD-flow-scripts/flow DESIGN_CONFIG=/design/flow/config.mk WORK_HOME=/design/flow/orfs finish
==> flow_summary.ini <==
; generated from flow reports
[global_routing]
grt_start_max_net_pins = 97
antenna_found_initial = 0
grt_pass1_wl_um = 24900
grt_pass1_vias = 4488
grt_overflow_total = 0
track_usage_pct = 32.1

[drt]
routed_wirelength_um = 16600
drtPass1Iterations = 4
routedWlPerCell_um = 22.0
via_count = 4140
ant_nets = 0
drt_iter0_drc = 162
diodes = 0
drc_errors = 0
avgViaCountPerCell = 5.49

[power]
powerDensity_nw_per_um2 = 1120
leakagePower_nw = 3.93
ir_drop_uv = 993

[yosys]
synthCells = 329
ys_async_sr_fraction_pct = 75.0
ys_warn_count = 2
common_cells = dfrtp_1, mux2_2, edfxtp_1, mux2_1, a22o_1
ff_type = dfrtp_1
top_cell_area_share_pct = 42.2
ys_seq_share_pct = 63.9
synth_dominant_cell_count = dfrtp_1
yosysChipArea_um2 = 5270
ys_cells = 329
yosysUniqueCellTypes = 28
numSynthFlops = 128
netlist_area_um2 = 5270
synth_top_cell_by_area = dfrtp_1
syn_avg_cell_area_um2 = 16.0
synth-edff-count = 32
topCellsByArea = dfrtp_1, edfxtp_1, mux2_2

[final_timing]
tightestPinTransition_ns = 0.504
setup_slack_ns = -0.662
hold_ws_ns = -0.151
setup_viol = 140
rsz0062_at_grt = yes
fin_crit_ns = 1.96
drv_slew = 0
fin_crit_sh_pct = 151
finClkSkew_ns = 0.00711
relSlewSlack_pct = 66.4
max_freq_mhz = 510
hold_violations = 89

[setup_path]
critical_path_class = in2reg
worstSetupEndpointType = flip-flop
cp_data_arrival_time_ns = 2.23
start_kind = input pin
crit_family = simple AND/OR/NAND/NOR gates
crit_fanout = 6
required_ns = 1.57
path_cells = buf_2 > or3_4 > or4b_1 > a2111o_1 > buf_6 > buf_12 > a22o_1
crit_path_max_incr_delay_ns = 0.49
path_buffers = 3
cpMaxStageDelayCell = or4b_1

[layout]
stdcell_area_um2 = 8940
fill_cells = 491
seq_area_um2 = 3370
areaGrowthSynthToFinish_pct = 69.5
drive_above_1_share_pct = 57.4
stdcell_count = 754
combGateArea_um2 = 2200

[placement]
place_congestion = 0.814
io_buffers = 194
place_ws_ns = -1.35
place_inst = 659
dp_hpwl_um = 8880
place_area_um2 = 7880

[clock_network]
clock-root-buffer = clkbuf_8
htreeDepth = 4
numCtsBuffers = 17
clk_pin_slew_ns = 0.06
ctsLongestPathBuffers = 2
numClockSinks = 128
cts_tree = built
clk_latency_ns = 0.52

[hold_path]
hold_path_class = in2async

[floorplanning]
die-area_um2 = 11000
core-area_um2 = 10300
rows = 37
fp.dieH_um = 105
dieWidth_um = 105
io_pins = 196
initial_core_util_pct = 51.3

[status]
violations = negative hold slack, negative setup slack
outcome = finished, violations left

[flow_run]
drv_cap = 0
warning_count = 32
-- layer usage --
| layer | part of all wire [%] | global-route usage, % |
|---|---|---|
| met5 | 0 | 0 |
| met3 | 10 | 11.8 |
| met4 | 1.5 | 4.73 |
| met1 | 42 | 51.7 |
| met2 | 46 | 46.6 |
-- state kept, by name (all words and copies together) (netlist names) --
signal / count
prdata: 32
registers: 96
-- placed cells by master, fill, tap and decap left out, types with 12 or more instances in the layout --
| cell | Yosys | final |
|---|---|---|
| dfrtp_1 | 89 | 89 |
| buf_2 | 4 | 87 |
| clkdlybuf4s50_1 | 0 | 82 |
| buf_4 | 15 | 66 |
| mux2_4 | 0 | 64 |
| mux2_2 | 64 | 32 |
| edfxtp_1 | 32 | 32 |
| a22o_1 | 19 | 19 |
| clkbuf_16 | 0 | 18 |
| buf_6 | 5 | 15 |
| a22oi_1 | 13 | 13 |
| buf_12 | 0 | 12 |
-- final timing paths --
kind                                           endpoint  depth (start not counted)  slack, ns                    startpoint
setup / recovery                   prdata[29]$_DFFE_PP_                          7      -0.66                       addr[6]
hold / removal              registers[2][9]$_DFFE_PN0P_                          2      -0.15                        preset
setup reg to reg                   prdata[14]$_DFFE_PP_                          4       0.05  registers[0][14]$_DFFE_PN0P_
hold reg to reg             registers[2][3]$_DFFE_PN0P_                          1       0.50   registers[2][3]$_DFFE_PN0P_
max in group asynchronous   registers[0][0]$_DFFE_PN1P_                          2       1.07                        preset
min in group clk0          registers[3][15]$_DFFE_PN0P_                          2       0.35                   Rx_data[15]
-- kinds of logic after synthesis --
| family | synth area share [%] |
|---|---|
| multiplexers | 20.5 |
| buffers and inverters | 4.15 |
| AND/OR/NAND/NOR | 3.94 |
| AND-OR/OR-AND | 7.47 |
| flip-flops | 63.9 |
-- through the flow --
| step | total power [mW] | util [%] | setup TNS [ns] |
|---|---|---|---|
| 2_1_floorplan | 4.57 | - | -135.66 |
| 3_3_place_gp | 5.09 | 76.7 | -169.97 |
| 3_5_place_dp | 5.11 | 76.7 | -172.38 |
| 4_1_cts | 10.0 | 84.8 | -68.67 |
| 5_1_grt | 10.3 | 87.0 | -69.49 |
| 6_report | 10.0 | 87.0 | -67.24 |
-- timing repair --
| item | in CTS | in global routing |
|---|---|---|
| resized | 363 | 13 |
| pin swaps | 23 | 9 |
| gates cloned | 10 | 2 |
| buffers inserted | 39 | 15 |
| endpoints found under the hold margin | 89 | 89 |
| endpoints found under the setup margin | 207 | 193 |
-- layout make-up --
type	count	area share, %
well taps	136	1.90
flip-flops and latches	128	37.7
clock inverters	14	2.31
multi-input cells	169	24.6
repair buffers	289	28.8
clock buffers	18	4.68
-- power breakdown --
group          internal (mW)  total, mW  switching (mW)  leakage, nW
combinational          0.447      0.702           0.255         2.17
sequential              4.26       4.34          0.0871         1.46
clock                   3.15       4.98            1.83        0.294
total                   7.85       10.0            2.17         3.93
Power and IR drop assume default switching activity.
